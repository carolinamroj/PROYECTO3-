File: design/flow/design.v
module alu (
    input  logic [31:0] src_a,        
    input  logic [31:0] src_b,        
    input  logic [4:0]  alu_control,  
    output logic [31:0] alu_result,   
    output logic        zero          
);
    typedef enum logic [4:0] {
        ALU_ADD  = 5'b00000,  
        ALU_SUB  = 5'b00001,  
        ALU_SLL  = 5'b00010,  
        ALU_SLT  = 5'b00011,  
        ALU_SLTU = 5'b00100,  
        ALU_XOR  = 5'b00101,  
        ALU_SRL  = 5'b00110,  
        ALU_SRA  = 5'b00111,  
        ALU_OR   = 5'b01000,  
        ALU_AND  = 5'b01001   
    } alu_op_t;
    always_comb begin
        alu_result = '0;
        case (alu_control)
            ALU_ADD:  alu_result = src_a + src_b;
            ALU_SUB:  alu_result = src_a - src_b;
            ALU_AND:  alu_result = src_a & src_b;
            ALU_OR:   alu_result = src_a | src_b;
            ALU_XOR:  alu_result = src_a ^ src_b;
            ALU_SLL:  alu_result = src_a << src_b[4:0];
            ALU_SRL:  alu_result = src_a >> src_b[4:0];
            ALU_SRA:  alu_result = $signed(src_a) >>> src_b[4:0];
            ALU_SLT:  alu_result = ($signed(src_a) < $signed(src_b)) ? 32'd1 : 32'd0;
            ALU_SLTU: alu_result = (src_a < src_b) ? 32'd1 : 32'd0;
            default:  alu_result = 32'b0;  
        endcase
    end
    assign zero = (alu_result == 32'b0);
endmodule
File: design/flow/run.sh
#!/bin/bash
# OpenROAD 26Q1-2900-gdf79404cd8, Yosys 0.63+post, stock flow scripts
make -C /OpenROAD-flow-scripts/flow DESIGN_CONFIG=/design/flow/config.mk WORK_HOME=/design/flow/orfs finish
File: design/flow/config.mk
export PLATFORM = sky130hd
export DESIGN_NAME = alu
export DESIGN_NICKNAME = alu
export VERILOG_FILES = /design/flow/design.v
export SDC_FILE = /design/flow/constraint.sdc
export NUM_CORES = 4
export LEC_CHECK = 1
export CORE_UTILIZATION = 50
File: design/flow/constraint.sdc
current_design alu

set clk_period 18.9
set clk_io_pct 0.2

create_clock -name clk0 -period $clk_period

set non_clock_inputs [all_inputs -no_clocks]
set_input_delay [expr $clk_period * $clk_io_pct] -clock clk0 $non_clock_inputs
set_output_delay [expr $clk_period * $clk_io_pct] -clock clk0 [all_outputs]
==> qor.yml <==
status: "finished, final reports clean"
area_growth_pct: 11.29
simple_gate_share_pct: 23.13
power_density_nw_per_um2: 29.89
arrival_ns: 9.22
grt_pass1_vias: 11093
synth-adder-area-share_pct: 13.50
vias: 12234
period_used_pct: 68.81
drive_above_1_share_pct: 7.098
cp_num_buf_inv: 4
wirelength_um: 46410
warnings: 100
crit_family: "AND-OR/OR-AND gates"
fmax_mhz: 76.90
grt_max_degree: 63
tns_ns: 0
portBuffers: 102
min_path_type: "in -> out"
max_stage_delay_ns: 0.86
relSlewSlack_pct: 26.29
ys_types: 89
leakage_nw: 4.420
rows: 49
track_usage_pct: 47.96
grt_pass1_wl_um: 69420
worst_slew_pin_slew_ns: 1.099
pin_count: 102
firstDrtPassIters: 6
postRouteAntennaNets: 0
avgSynthCellArea_um2: 6.776
setup_viol: 0
crit_top_cell: "nor4_1"
p_total_w: 0.0003151
top_cell: "nor2_1"
mux_area_share_pct: 16.42
flop-count: 0
synth_top_cell_by_area: "ha_1"
first_iter_violations: 1616
worstPathMaxFanout: 53
ys_seq_share_pct: 0
worstSetupPathType: "in -> out"
drc: 0
yosys_cells: 1398
die_area_um2: 19500
cp_data_required_time_ns: 15.12
yosysWarnings: 1
crit_path_start_kind: "input pin"
cts_hold_buf: 0
synth_top_area_share_pct: 13.08
cts_resized: 0
routedWlPerCell_um: 28.09
seq_area_um2: 0
end_kind: "output pin"
netlist_top_cells_count: "134 x nor2_1, 129 x nand2_1, 105 x a21oi_1"
xor_share_pct: 1.202
routabilityCongestion: 1.118
antenna_found_initial: 0
crit_chain: "buf_2 -> buf_4 -> clkinv_1 -> ha_1 -> nor2_1 -> a221oi_2 -> o31ai_2 -> a22oi_2 -> a2111oi_1 -> nor4_1 -> nor4_1 -> o211ai_1 -> nor4_1 -> nand4_1 -> nor2_1 -> clkdlybuf4s50_1"
dp_hpwl_um: 36740
chipWidth_um: 139.6
dieHeight_um: 139.6
maxCapViolations: 0
rsz0062_at_grt: "no"
postSynthCellCount: 1398
synth.logic.top_family: "AND-OR/OR-AND gates"
design.core.area_um2: 18270
fin_crit_ns: 13.00
topCellsByArea: "ha_1 13%, mux2i_1 6.2%, mux4_2 6.2%"
n_antenna_cell: 0
synthAoiAreaFrac_pct: 37.14
yosysChipArea_um2: 9473
gr-total-overflow: 0
clkbuf_count: 0
post_cts_buffers: 0
netlist_area_um2: 9473
worst_path_max_delay_cell: "a2111oi_1"
avgViaCountPerCell: 7.406
fp_util_pct: 51.85
drv_slew: 0
hold_violations: 0
vdd_drop_max_v: 0.00002211
==> layer usage <==
metal	global-route usage [%]	wire length, um	vias up
met1	65.19	18090	5609
li1	-	-	5385
met5	0	0	-
met4	25.62	3122	0
met2	70.35	19290	1048
met3	11.99	5912	192
==> cell type report <==
class | count | area, um2
Tap cell | 229 | 286.5
Inverter | 103 | 386.6
Timing Repair Buffer | 129 | 1204
Multi-Input combinational cell | 1191 | 8666
Fill cell | 1805 | 7727
==> power by group <==
part | internal (W) | total, W | leakage (nW) | switching (W)
Sequential | 0 | 0 | 0 | 0
Clock | 0 | 0 | 0 | 0
Combinational | 0.000119 | 0.000315 | 4.42 | 0.000197
==> final timing paths <==
check / from / endpoint / slack [ns] / depth (start not counted)
max: src_b[3] / zero / 5.90 / 16
min: src_b[3] / alu_result[2] / 8.79 / 5
==> metrics by stage <==
stage / utilization [%] / setup WS (ns) / hold slack, ns / area [um2] / cells
4_1_cts: 57.70 / 6.177 / 8.700 / 10540 / 1652
3_3_place_gp: 57.70 / 6.276 / 8.724 / 10540 / 1652
2_1_floorplan: - / 7.796 / 7.789 / 9473 / 1398
5_1_grt: 57.70 / 5.634 / 8.816 / 10540 / 1652
6_report: 57.70 / 5.896 / 8.788 / 10540 / 1652
3_5_place_dp: 57.70 / 6.204 / 8.689 / 10540 / 1652
==> placed cells by master (no fill, tap or decap), drive strengths merged, types with 29 or more instances in the layout <==
| master | instances |
|---|---|
| nand2 | 129 |
| mux2i | 59 |
| ha | 99 |
| clkdlybuf4s50 | 98 |
| buf | 31 |
| nand3 | 35 |
| inv | 102 |
| mux2 | 29 |
| nor3 | 31 |
| nor2 | 134 |
| a21oi | 105 |
| o21ai | 77 |
==> cell families after synthesis <==
group           after synthesis
compound gates              504
simple gates                457
buf+inv                     207
mux                         116
fa+ha+maj                   101
xor+xnor                     13
Power is estimated from default activity; no workload was simulated.
