### config.mk
export PLATFORM = sky130hd
export DESIGN_NAME = RAM
export DESIGN_NICKNAME = RAM
export VERILOG_FILES = /design/flow/design.v
export SDC_FILE = /design/flow/constraint.sdc
export NUM_CORES = 4
export LEC_CHECK = 1
export CORE_UTILIZATION = 40
### constraint.sdc
current_design RAM

set clk_period 7.0
set clk_io_pct 0.2

create_clock -name clk0 -period $clk_period [get_ports {CLOCK}]

set non_clock_inputs [all_inputs -no_clocks]
set_input_delay [expr $clk_period * $clk_io_pct] -clock clk0 $non_clock_inputs
set_output_delay [expr $clk_period * $clk_io_pct] -clock clk0 [all_outputs]
### design.v
module RAM (data_in, wren, addr, CLOCK, data_out );
parameter WIDTH = 32;
parameter DEPTH = 1024;
input wren, CLOCK;
input [WIDTH-1 :0] data_in;
input [$clog2(DEPTH-1)-1:0] addr;
output logic [WIDTH -1 :0] data_out;
logic [WIDTH -1 :0] mem [(1<<WIDTH) -1 :0];  
always_ff @(posedge CLOCK)
begin
	if (wren)  
		mem[addr] <= data_in;  
end
assign data_out = mem[addr];  
endmodule
### run.sh
#!/bin/bash
# OpenROAD 26Q1-2900-gdf79404cd8, Yosys 0.63+post, stock flow scripts
make -C /OpenROAD-flow-scripts/flow DESIGN_CONFIG=/design/flow/config.mk WORK_HOME=/design/flow/orfs finish
==> metrics.yaml <==
run_status:
  run_status: "completed"
clocking:
  cts.repair.resized: 0
  cts_setup_buffers: 0
  clockBufferDepth: 2
  holdBufCountCts: 0
  cts_num_sinks: 64
  tritoncts: "done"
  ctsHtreeMaxLevel: 3
  path_clk_slew_ns: 0.06
  cts_root_buf: "clkbuf_8"
  cts_made_buffers: 9
worst_setup_path:
  worstSetupPathType: "input port to output pin"
  startpoint_type: "input port"
  cp_data_arrival_time_ns: 2.82
  cp-end-kind: "output pin"
  required_ns: 5.60
  crit_fanout: 34
floorplan:
  die_x_um: 81.6
  core_um2: 6030
  initCoreUtil_pct: 42.0
  chipArea_um2: 6650
  die_h_um: 81.6
  ios: 76
  fp-row-count: 28
run:
  tool_warnings: 25
  timing.max_cap.violations: 0
synth:
  top_cell_area_share_pct: 75.9
  edf_count: 64
  common_cells: "edfxtp_1, mux2_4, buf_12, mux2_2"
  top_area_cell: "edfxtp_1"
  post-synth-top-count-cell: "edfxtp_1"
  top_cells_by_area: "edfxtp_1, mux2_4, buf_12, mux2_2, nand4_4"
  synthDistinctLibCells: 13
  ys_cells: 108
  ys.flop_type: "edfxtp_1"
  synth.avg_cell_area_um2: 23.4
  yosysWarnings: 1
  ys.flops: 64
  async_flop_share_pct: 0
  synthCells: 108
  yosysChipArea_um2: 2530
  yosysSeqAreaShare_pct: 75.9
  syn_area_um2: 2530
grt:
  grt_pass1_wl_um: 5930
  antenna_found_initial: 0
  grt_overflow: 0
  grt_usage_pct: 13.5
  grt_pass1_vias: 1291
  top_usage_layer: "met1"
  use_met3_pct: 8.46
  grtUsageMet2_pct: 19.3
  grt_max_degree: 35
  grt_use_met1_pct: 19.3
final_timing:
  fin_crit_ns: 4.22
  layout_worst_path_cycle_share_pct: 60.3
  max_slew_margin_pct: 42.1
  max_freq_ghz: 0.237
  rsz0062_at_grt: "false"
  setup_ws_ns: 2.78
  fin_setup_tns_ns: 0
  hold_viol_final: 0
  worst_slew_pin_slew_ns: 0.865
  slew_viol_final: 0
  finalSetupViolCount: 0
place:
  gp_congestion: 0.691
  place_ws_ns: 2.75
  placedCellCount: 257
  dp_hpwl_um: 2500
  port_buffers: 75
drt:
  remaining_drc_errors: 0
  firstDrtPassIters: 3
  via_count: 1262
  antennaDiodeCount: 0
  wl_um: 3960
  first_iter_violations: 47
  vias_per_cell: 4.62
  ant_nets: 0
  routedWlPerCell_um: 14.5
power_and_ir_drop:
  vdd_ir_drop_max_v: 0.000169
  p_sw_share_pct: 18.0
  p_seq_share_pct: 55.7
  total_power_uw: 757
  switchingPower_uw: 136
  p_per_area_nw_per_um2: 216
  clock_power_share_pct: 37.3
  p_comb_share_pct: 7.0
  p_int_uw: 621
  p_leak_uw: 0.00125
finish:
  finalNonFillerCells: 273
  drive_gt1_share_pct: 25.3
  syn_to_final_growth_pct: 38.6
  fillerInstances: 469
hold_path:
  hold_class: "input port to register"
## layer usage
layer / vias to the layer above / wire length [µm]
li1: 604 / -
met1: 578 / 1570
met2: 74 / 1840
met3: 6 / 500
met4: 0 / 48
met5: - / 0
## cell type report
type                            instances  area [µm²]  area share [%]
Clock buffer                           11         131            3.75
Clock inverter                          5        47.5            1.36
Multi-Input combinational cell         40         544            15.5
Sequential cell                        64        1920            54.8
Tap cell                               75        93.8            2.68
Timing Repair Buffer                   78         768            21.9
## critical path: stages
cell and delay, ns:
buf_2 0.08, buf_4 0.51, mux2_2 0.41, clkdlybuf4s50_1 0.42
## layout by cell type, fill, tap and decap left out, types with 2 or more instances in the layout
master / netlist / layout
buf_4: 0 / 3
mux2_4: 29 / 29
clkbuf_8: 0 / 9
clkdlybuf4s50_1: 0 / 74
clkinv_1: 0 / 2
edfxtp_1: 64 / 64
clkinv_2: 0 / 2
clkbuf_1: 0 / 2
mux2_2: 3 / 3
## flip-flops by register name, summed over array words and instances (netlist names)
signal	flops
mem[-1]	32
mem	32
## power by group through the flow
stage / Sequential, µW / Combinational (µW) / Clock (µW)
4_1_cts: 422 / 54.1 / 294
5_1_grt: 421 / 57.1 / 313
6_report: 422 / 53.2 / 282
## metrics by stage
stage | hold slack [ns] | area, µm² | util [%]
after floorplan | 1.50 | 2530 | -
after global placement | 1.98 | 3330 | 55.2
final | 1.66 | 3510 | 58.2
after CTS | 1.64 | 3510 | 58.2
after global routing | 1.62 | 3510 | 58.2
after detailed placement | 1.99 | 3330 | 55.2
## worst paths after layout
check	startpoint	endpoint	slack, ns	cells past startpoint
worst max-delay path	addr[0]	data_out[30]	2.78	4
worst min-delay path	data_in[21]	mem[0][21]	1.66	1
## cell families (layout without fill, tap and decap cells)
kind of cell / Yosys count / after routing / synth area share [%]
flip-flops: 64 / 64 / 75.9
multiplexers: 32 / 32 / 18.5
AND/OR/NAND/NOR: 8 / 8 / 2.72
buffers and inverters: 4 / 94 / 2.82
Power and IR drop assume default switching activity.
