==> flow/design.v <==
 module register (
 input logic CLK,
 input logic RESET_N,
 input logic RegWrite,
 input logic [4:0] ReadRegister1,
 input logic [4:0] ReadRegister2,
 input logic [4:0] WriteRegister,
 input  logic [31:0] WriteData,
 output logic [31:0] ReadData1,
 output logic [31:0] ReadData2
 );
 logic [31:0] register_file [0:31];
 always_ff @(posedge CLK or negedge RESET_N)
	begin
		if (!RESET_N)
			begin
				for (int i = 0; i < 32; i++)
					begin
						register_file[i] <= 32'b0;
					end
			end
		else if (RegWrite && (WriteRegister != 5'b0))
			begin
				register_file[WriteRegister] <= WriteData;
			end
	end
	assign ReadData1 = (ReadRegister1 == 5'b0) ? 32'b0 : register_file[ReadRegister1];
	assign ReadData2 = (ReadRegister2 == 5'b0) ? 32'b0 : register_file[ReadRegister2];
 endmodule 
==> flow/run.sh <==
#!/bin/bash
# OpenROAD 26Q1-2900-gdf79404cd8, Yosys 0.63+post, stock flow scripts
make -C /OpenROAD-flow-scripts/flow DESIGN_CONFIG=/design/flow/config.mk WORK_HOME=/design/flow/orfs finish
==> flow/config.mk <==
export PLATFORM = sky130hd
export DESIGN_NAME = register
export DESIGN_NICKNAME = register
export VERILOG_FILES = /design/flow/design.v
export SDC_FILE = /design/flow/constraint.sdc
export NUM_CORES = 4
export LEC_CHECK = 1
export CORE_UTILIZATION = 50
==> flow/constraint.sdc <==
current_design register

set clk_period 8.1
set clk_io_pct 0.2

create_clock -name clk0 -period $clk_period [get_ports {CLK}]

set non_clock_inputs [all_inputs -no_clocks]
set_input_delay [expr $clk_period * $clk_io_pct] -clock clk0 $non_clock_inputs
set_output_delay [expr $clk_period * $clk_io_pct] -clock clk0 [all_outputs]
==> impl_results.html <==
<h3>Flow metrics</h3>
<table>
<tr><th>Metric</th><th>Value</th></tr>
<tr><th colspan="2">Status</th></tr>
<tr><td>Run status</td><td>finished clean</td></tr>
<tr><th colspan="2">Critical path</th></tr>
<tr><td>Kind of capture point of the worst setup path</td><td>primary output</td></tr>
<tr><td>CP top delay family</td><td>buffers and inverters</td></tr>
<tr><td>Startpoint Class</td><td>input port</td></tr>
<tr><td>Most common cell on crit path</td><td>sky130_fd_sc_hd__clkdlybuf4s50_1</td></tr>
<tr><td>Largest fanout on the critical path</td><td>16</td></tr>
<tr><td>Required time reported for the critical path endpoint</td><td>6480 ps</td></tr>
<tr><td>Slowest stage cell, crit path</td><td>sky130_fd_sc_hd__nor2_1</td></tr>
<tr><td>Critical path's largest stage delay</td><td>1130 ps</td></tr>
<tr><td>Count of buffering cells on the critical path with inverters included</td><td>3</td></tr>
<tr><td>WS Path Type</td><td>in -&gt; out</td></tr>
<tr><td>Crit-path cells</td><td>clkdlybuf4s50_1 -&gt; buf_4 -&gt; nand3_1 -&gt; nor2_1 -&gt; a2111oi_0 -&gt; and4_1 -&gt; a31oi_1 -&gt; clkdlybuf4s50_1</td></tr>
<tr><td>Worst endpoint data arrival time</td><td>5690 ps</td></tr>
<tr><th colspan="2">Clock network</th></tr>
<tr><td>Total clock buffers created by CTS</td><td>107</td></tr>
<tr><td>Root buf cell</td><td>sky130_fd_sc_hd__clkbuf_16</td></tr>
<tr><td>Clock tree sinks</td><td>992</td></tr>
<tr><td>H-tree Lvls</td><td>3</td></tr>
<tr><td>Number of hold buffers added after cts</td><td>0</td></tr>
<tr><td>Clock-pin slew of the registers on the worst-case setup and hold paths</td><td>60 ps</td></tr>
<tr><td>Largest buffer count on any clock path</td><td>3</td></tr>
<tr><td>Clock latency at the later pin of the worst-skew pair</td><td>730 ps</td></tr>
<tr><td>TritonCTS clock tree</td><td>built</td></tr>
<tr><td>Post-CTS resize count</td><td>0</td></tr>
<tr><td>Buffers inserted by post-CTS timing repair</td><td>0</td></tr>
<tr><th colspan="2">Layout</th></tr>
<tr><td>Fill cell count</td><td>8928</td></tr>
<tr><td>Signed area change from the synthesized netlist to the final layout</td><td>12.7%</td></tr>
<tr><td>Combined area of the multi-input logic cells</td><td>26000 um^2</td></tr>
<tr><td>Final standard cell area without fillers</td><td>59700 um^2</td></tr>
<tr><td>Storage element area</td><td>24800 um^2</td></tr>
<tr><td>Max FFs per register</td><td>992</td></tr>
<tr><td>Top flop regs</td><td>register_file: 992 flops</td></tr>
<tr><td>Share of final-layout standard cells stronger than drive strength 1</td><td>30.6%</td></tr>
<tr><td>Register containing the most flip-flops in the final layout</td><td>register_file</td></tr>
<tr><th colspan="2">Floorplan</th></tr>
<tr><td>Number of rows created at floorplan</td><td>119</td></tr>
<tr><td>Initial core utilization</td><td>50.4%</td></tr>
<tr><td>Width of the die</td><td>328 um</td></tr>
<tr><td>Overall chip area</td><td>107000 um^2</td></tr>
<tr><td>Chip Height</td><td>328 um</td></tr>
<tr><td>Boundary pin count</td><td>114</td></tr>
<tr><td>Standard cell core area</td><td>105000 um^2</td></tr>
<tr><th colspan="2">Power</th></tr>
<tr><td>Static Leak</td><td>0.0256 uW</td></tr>
<tr><td>Largest voltage drop on the vdd net</td><td>0.000213 V</td></tr>
<tr><td>Total power after layout</td><td>14400 uW</td></tr>
<tr><td>Power per cell area</td><td>242 nW/um^2</td></tr>
<tr><th colspan="2">Yosys</th></tr>
<tr><td>Async S/R FF share, synth</td><td>100%</td></tr>
<tr><td>Sequential cell area fraction in the yosys report</td><td>46.8%</td></tr>
<tr><td>Yosys warns</td><td>2</td></tr>
<tr><td>Yosys stat chip area</td><td>53000 um^2</td></tr>
<tr><td>Cell accounting for the most synthesized area</td><td>sky130_fd_sc_hd__dfrtp_1</td></tr>
<tr><td>Number of distinct library cell variants in the gate-level netlist after synthesis</td><td>73</td></tr>
<tr><td>Top area contributor share</td><td>46.8%</td></tr>
<tr><td>Syn Std Cell Area</td><td>53000 um^2</td></tr>
<tr><td>Avg Inst Size Synth</td><td>10.6 um^2</td></tr>
<tr><td>Ys cells</td><td>4998</td></tr>
<tr><td>Gate count after technology mapping</td><td>4998</td></tr>
<tr><td>Register bit count reported by yosys</td><td>992</td></tr>
<tr><td>Count of flip-flops with a built-in enable after synthesis</td><td>0</td></tr>
<tr><td>Synth Flop Type</td><td>sky130_fd_sc_hd__dfrtp_1</td></tr>
<tr><td>Cells taking the most area after synthesis</td><td>sky130_fd_sc_hd__dfrtp_1 47%, sky130_fd_sc_hd__mux2_2 21%, sky130_fd_sc_hd__nand3_1 11%, sky130_fd_sc_hd__nand4_1 3.4%, sky130_fd_sc_hd__a22oi_1 2.2%</td></tr>
<tr><th colspan="2">Global route</th></tr>
<tr><td>Met2 track utilization from global routing</td><td>64.4%</td></tr>
<tr><td>Global route hottest layer</td><td>met1</td></tr>
<tr><td>Via count of the first global-routing pass</td><td>47300</td></tr>
<tr><td>Final global-route overflow total</td><td>0</td></tr>
<tr><td>Global routing usage on met3</td><td>30.9%</td></tr>
<tr><td>Global router's overall resource usage</td><td>50.5%</td></tr>
<tr><td>Met1 GRT Util</td><td>66.2%</td></tr>
<tr><td>Initial antenna violation count</td><td>21</td></tr>
<tr><td>Wire length of the first global-routing pass</td><td>363000 um</td></tr>
<tr><td>Pin count of the biggest net entering global routing</td><td>125</td></tr>
<tr><th colspan="2">Flow run</th></tr>
<tr><td>Number of OpenROAD warnings</td><td>49</td></tr>
<tr><td>Tally of max-capacitance violations</td><td>0</td></tr>
<tr><th colspan="2">Route</th></tr>
<tr><td>Post-Route WL</td><td>260000 um</td></tr>
<tr><td>Remaining antenna violation count after routing</td><td>0</td></tr>
<tr><td>Violation tally from detailed-route iteration zero</td><td>6774</td></tr>
<tr><td>Via count</td><td>48500</td></tr>
<tr><td>Vias per inst</td><td>7.60</td></tr>
<tr><td>Detail-routed net length per standard cell</td><td>40.7 um</td></tr>
<tr><td>Number of search-and-repair iterations in the first detailed-routing pass</td><td>23</td></tr>
<tr><td>Post-route DRC</td><td>0</td></tr>
<tr><th colspan="2">STA</th></tr>
<tr><td>Cycle use final</td><td>90.2%</td></tr>
<tr><td>Final Setup Violations</td><td>0</td></tr>
<tr><td>Max Fclk</td><td>137 MHz</td></tr>
<tr><td>Final Hold Fails</td><td>0</td></tr>
<tr><td>Fin Clk Skew</td><td>0 ps</td></tr>
<tr><td>Unrepaired setup endpoints after global routing</td><td>false</td></tr>
<tr><td>Number of pins exceeding their max-slew limit in the final report</td><td>0</td></tr>
<tr><td>Worst slew margin relative to its limit</td><td>1.90%</td></tr>
<tr><td>Tightest Pin Transition</td><td>1470 ps</td></tr>
<tr><td>Final critical delay including setup and external delays</td><td>7310 ps</td></tr>
<tr><td>Post-Route Setup TNS</td><td>0 ps</td></tr>
<tr><th colspan="2">Hold path</th></tr>
<tr><td>Path class of the lowest-slack min-delay path</td><td>reg -&gt; reg</td></tr>
<tr><th colspan="2">Placed design</th></tr>
<tr><td>Number of buffers added on ports</td><td>113</td></tr>
<tr><td>Placed Area</td><td>55800 um^2</td></tr>
<tr><td>Global placer's final weighted congestion</td><td>1.05</td></tr>
<tr><td>Post-DP HPWL</td><td>153000 um</td></tr>
</table>
through the flow:
stage / utilization [%] / std cells / hold slack, ps / setup WS (ps)
after floorplan: - / 4998 / 485 / 3460
after global placement: 53.0 / 6172 / 503 / 1230
after detailed placement: 53.0 / 6172 / 510 / 1180
after CTS: 56.7 / 6374 / 527 / 1190
after global routing: 56.7 / 6375 / 539 / 957
final: 56.7 / 6384 / 524 / 790
cells in the final DEF, fill, tap and decap left out, types with 10 or more instances in the layout:
cell type | synthesis | routed
sky130_fd_sc_hd__nand3_1 | 1134 | 1132
sky130_fd_sc_hd__mux2_2 | 998 | 998
sky130_fd_sc_hd__dfrtp_1 | 992 | 992
sky130_fd_sc_hd__nand4_1 | 290 | 290
sky130_fd_sc_hd__buf_4 | 7 | 226
sky130_fd_sc_hd__a22oi_1 | 156 | 156
sky130_fd_sc_hd__and3_1 | 132 | 130
sky130_fd_sc_hd__clkbuf_16 | 0 | 109
sky130_fd_sc_hd__a21oi_1 | 107 | 107
sky130_fd_sc_hd__clkdlybuf4s50_1 | 0 | 105
sky130_fd_sc_hd__nor4_1 | 76 | 75
sky130_fd_sc_hd__a31oi_1 | 53 | 53
sky130_fd_sc_hd__nand2_1 | 57 | 43
sky130_fd_sc_hd__a22o_1 | 39 | 39
sky130_fd_sc_hd__a2111oi_0 | 33 | 33
sky130_fd_sc_hd__a221o_1 | 29 | 29
sky130_fd_sc_hd__and4_1 | 27 | 27
sky130_fd_sc_hd__clkinv_2 | 0 | 23
sky130_fd_sc_hd__clkbuf_8 | 0 | 22
sky130_fd_sc_hd__buf_12 | 0 | 22
sky130_fd_sc_hd__and2_1 | 23 | 21
sky130_fd_sc_hd__a222oi_1 | 20 | 20
sky130_fd_sc_hd__clkbuf_1 | 270 | 20
sky130_fd_sc_hd__nor3_1 | 24 | 19
sky130_fd_sc_hd__nor2_4 | 1 | 18
sky130_fd_sc_hd__nor2_1 | 36 | 18
sky130_fd_sc_hd__bufinv_16 | 0 | 18
sky130_fd_sc_hd__nand2_2 | 0 | 14
sky130_fd_sc_hd__mux2i_1 | 14 | 14
sky130_fd_sc_hd__o21ai_0 | 11 | 11
sky130_fd_sc_hd__diode_2 | 0 | 10
path summary, 6_finish.rpt:
path / endpoint / slack [ps] / start / cells past startpoint
max in group asynchronous: register_file[15][24] / 5370 / RESET_N / 3
worst min-delay path: register_file[12][19] / 520 / register_file[12][19] / 1
worst max register to register: register_file[13][24] / 7180 / register_file[13][24] / 1
worst min register to register: register_file[12][19] / 520 / register_file[12][19] / 1
worst max-delay path: ReadData2[16] / 790 / ReadRegister2[2] / 8
min in group asynchronous: register_file[1][28] / 880 / RESET_N / 1
routing by layer:
layer | vias up | routed length (um)
met5 | - | 423
met3 | 1341 | 45700
met1 | 24100 | 90200
li1 | 18800 | -
met2 | 4262 | 101000
met4 | 32 | 21800
power breakdown:
group	switching (uW)	leakage [uW]	internal, uW
Clock	2180	0.00191	3240
Combinational	1120	0.0110	1080
Sequential	904	0.0127	5920
synthesized netlist by cell type, types with 15 or more instances:
library cell and instances:
sky130_fd_sc_hd__nand3_1 1134, sky130_fd_sc_hd__mux2_2 998, sky130_fd_sc_hd__dfrtp_1 992, sky130_fd_sc_hd__nand4_1 290, sky130_fd_sc_hd__clkbuf_1 270, sky130_fd_sc_hd__buf_2 202
sky130_fd_sc_hd__a22oi_1 156, sky130_fd_sc_hd__and3_1 132, sky130_fd_sc_hd__a21oi_1 107, sky130_fd_sc_hd__buf_1 86, sky130_fd_sc_hd__nor4_1 76, sky130_fd_sc_hd__nand2_1 57
sky130_fd_sc_hd__a31oi_1 53, sky130_fd_sc_hd__a22o_1 39, sky130_fd_sc_hd__nor2_1 36, sky130_fd_sc_hd__a2111oi_0 33, sky130_fd_sc_hd__a221o_1 29, sky130_fd_sc_hd__and4_1 27
sky130_fd_sc_hd__nor3_1 24, sky130_fd_sc_hd__and2_1 23, sky130_fd_sc_hd__a222oi_1 20, sky130_fd_sc_hd__nor2b_1 15
cell type report:
type	count	area share, %
diodes	10	0.0419
clock buffers	151	5.20
clock inverters	51	1.26
inverters	2	0.0126
multi-input cells	3428	43.6
flip-flops and latches	992	41.6
well taps	1391	2.91
repair buffers	359	5.40
logic make-up after synthesis:
family | count (synthesis) | synth area share, %
AND/OR/NAND/NOR | 1903 | 19.7
multiplexers | 1014 | 21.5
flip-flops | 992 | 46.8
buffers and inverters | 578 | 4.76
AND-OR/OR-AND | 511 | 7.13
Power is estimated from default activity; no workload was simulated.
